==> /design/flow/config.mk <==
export PLATFORM = sky130hd
export DESIGN_NAME = adder4
export DESIGN_NICKNAME = adder4
export VERILOG_FILES = /design/flow/design.v
export SDC_FILE = /design/flow/constraint.sdc
export NUM_CORES = 4
export LEC_CHECK = 1
export CORE_AREA = 10 10 70 70
export DIE_AREA = 0 0 80 80
==> /design/flow/constraint.sdc <==
current_design adder4

set clk_period 2.9
set clk_io_pct 0.2

create_clock -name clk0 -period $clk_period

set non_clock_inputs [all_inputs -no_clocks]
set_input_delay [expr $clk_period * $clk_io_pct] -clock clk0 $non_clock_inputs
set_output_delay [expr $clk_period * $clk_io_pct] -clock clk0 [all_outputs]
==> /design/flow/design.v <==
module adder4 (carryin,x, y, s, carryout);
	input carryin;
	input [3:0] x,y;
	output [3:0] s;
	output carryout;
	wire [3:0] Y;
	wire [3:1] c;
	assign Y[0] = y[0]^carryin;
	assign Y[1] = y[1]^carryin;
	assign Y[2] = y[2]^carryin;
	assign Y[3] = y[3]^carryin;
	fulladd stage0 (carryin, x[0], Y[0], s[0], c[1]);
	fulladd stage1 (c[1], x[1], Y[1], s[1], c[2]);
	fulladd stage2 (c[2], x[2], Y[2], s[2], c[3]);
	fulladd stage3 (c[3], x[3], Y[3], s[3], carryout);
endmodule
module fulladd (Cin, x, y, s, Cout);
	input Cin, x, y;
	output s, Cout;
	assign s = x ^ y ^Cin;
	assign Cout = (x & y) | (x & Cin) | (y & Cin);
endmodule
==> /design/flow/run.sh <==
#!/bin/bash
# OpenROAD 26Q1-2900-gdf79404cd8, Yosys 0.63+post, stock flow scripts
make -C /OpenROAD-flow-scripts/flow DESIGN_CONFIG=/design/flow/config.mk WORK_HOME=/design/flow/orfs finish
==> Changelog: implementation <==
## Flow update

- Status: finished clean
- Worst slew pin tran: 0.2300 ns
- CP max-delay cell: fa_2
- Final setup vio count: 0
- Starting Density: 0.04432
- Fin crit period: roughly 2.8 ns
- Flip-flops: 0
- RSZ-0062 raised after global routing: false
- Buffers on Ports: 14
- Gr busiest metal: met1
- Met2 usage: 0.01926
- Vias per cell: 1.667
- Post-route cell area: ~340 um^2
- Hold_buf cts: 0
- YS warnings: 0
- Slew Limit Fails: 0
- Chip width: approximately 80 um
- Most common cell type on the critical path: fa_2
- Syn_area_per_cell: 9.462 um^2
- Cell Rows: 21
- Drt initial violations: 2
- Ys cells: 16
- DR WL/cell: 7.640 um
- Finished Core Util: 0.09963
- Yosys top cell area share: 0.3967
- Layout cell share with drive strength beyond 1: 0.4828
- Gate Area: 125.1 um^2
- Largest net degree at the start of global routing: 4
- Via Count: 125
- Residual DRC: 0
- CP max stage delay: 0.55 ns
- Setup total negative slack: 0 ns
- Cells after Synth: 16
- Total Routed Length: between 500 and 600 um
- Seq share, synth: 0
- Critical path endpoint category: output pin
- Final Power: around 60 uW
- Pwr/cell area: 175.8 nW/um^2
- Antenna cells: 0
- Core footprint: 3416 um^2
- Io pins: 14
- Hold WC Path Type: in2out
- First-pass GRT wire length: 807 um
- Area leader, netlist: fa_1
- Syn-to-layout area delta: 124.8%
- Period utilization: 0.9782
- M1 GR Usage: 0.02203
- YS chip area: 151.4 um^2
- Worst EP arrival: between 2 and 2.5 ns
- Antenna viol nets, final: 0
- Die area: 6400 um^2
- Cell Chain, Critical Path: buf_2, mux2_4, fa_2, inv_2, fa_2, inv_2, fa_2, buf_2
- Critical Path RT: 2.32 ns
- Vias in the first global route: 156
- Distinct lib cells used: 6
- Leak: ~0.00014 uW
- Startpoint Class: input port
- Netlist Area Pre-Place: around 150 um^2
- Setup bufs post-CTS: 0
- GRT Overall Usage: 0.01623
- Die Span Y: 80 um
- Crit path launch: y[0]
- Critical path class: in2out
- Grt ovf: 0
- Most frequent cells after synthesis: 4 x buf_4, 4 x inv_1, 3 x fa_1, 3 x xor2_1
- Highest clock rate: 352.5 MHz
- Initial antenna violation count: 0
- Number of detailed-route iterations in the first pass: 2
- Peak supply drop: 55.80 uV
- Fill cells: 407
- Setup ws final: 0.06331 ns
- Tool warning count: 36
- Clock buffers: 0
- Met3 Use GR: 0.01477
- Hold Violations, Final: 0
- Crit path to: s[3]
- Hpwl dp: 560.1 um
- FF+latch area: 0 um^2
- Final GP Congestion: 0.7506
- Slew headroom: 0.8456
- Cell area leaders: fa_1 40%, buf_4 20%, xor2_1 17%
- Max-cap violation count: 0
- CP max FO: 2
- Placed Instance Area: 341.6 um^2
- Pre-CTS setup slack: -0.7147 ns
layout make-up:
| type | instances | share of cell area |
|---|---|---|
| well taps | 46 | 0.1691 |
| inverters | 4 | 0.04412 |
| repair buffers | 17 | 0.4191 |
| multi-input cells | 8 | 0.3676 |
repair_timing:
| item | in CTS | in global routing |
|---|---|---|
| setup endpoints to repair | 4 | 2 |
| resized | 18 | 9 |
| pin swaps | 2 | 3 |
cells by family (layout without fill, tap and decap cells):
| family | after synthesis | in the layout | synth area share |
|---|---|---|---|
| XOR/XNOR | 4 | 4 | 0.2314 |
| adder cells (fa/ha/maj) | 3 | 3 | 0.3967 |
| buffers and inverters | 8 | 21 | 0.2975 |
| multiplexers | 1 | 1 | 0.07437 |
power by group:
part,switching (uW),leakage [uW],internal (uW),total [uW]
clock network,0,0,0,0
logic,21.5,0.000145,38.4,59.8
registers,0,0,0,0
total,21.5,0.000145,38.4,59.8
cell usage in the layout, fill, tap and decap left out:
master	n
inv_2	2
clkdlybuf4s50_1	6
buf_2	3
dlygate4sd2_1	2
inv_1	2
mux2_4	1
xor2_2	1
fa_2	3
xor2_1	2
dlymetal6s2s_1	1
clkbuf_2	1
buf_4	3
xnor2_1	1
clkdlybuf4s15_1	1
through the flow:
step                      hold WS, ns  instances
after floorplan                 1.274         16
final                           1.810         75
after global routing            1.843         75
after CTS                       1.933         75
after detailed placement        2.219         75
after global placement          2.215         75
routing by layer:
layer	wire length, um	vias to the layer above
met5	0	-
met4	0	0
met3	123	0
met2	169	11
met1	280	47
li1	-	67
critical path, delay by kind of cell:
family                   cells  cell delay, ns
buffers and inverters        4            0.31
multiplexers                 1            0.30
adder cells (fa/ha/maj)      3            1.06
worst min path at each step:
stage | startpoint | endpoint | slack [ns] | cells past startpoint
4_1_cts | y[0] | s[0] | 1.93 | 4
5_1_grt | x[0] | s[0] | 1.84 | 4
6_report | x[0] | s[0] | 1.81 | 4
Power figures rest on the tool's default switching activity, not on a simulated workload.
