==> flow/design.v <==
module threetoeight(a,En,f);
	input [2:0] a;
	input En;
	output [7:0] f;
	wire [1:0] E;
	assign E[0] = En & ~a[2];
	assign E[1] = En & a[2];
	twotofour stage0(a[1:0],E[0],f[3:0]);
	twotofour stage1(a[1:0],E[1],f[7:4]);
endmodule
module twotofour(a,En,f);	
	input [1:0] a;
	input En;
	output reg [3:0] f;
	always@(a,En)
	begin
		if(En == 1)
		begin
			if(a == 0)
			f = 4'd1;
			else if(a == 1)
			f = 4'd2;
			else if(a == 2)
			f = 4'd4;
			else if(a == 3)
			f = 4'd8;
		end	
		else
			f=4'd0;
	end
endmodule	
==> flow/run.sh <==
#!/bin/bash
# OpenROAD 26Q1-2900-gdf79404cd8, Yosys 0.63+post, stock flow scripts
make -C /OpenROAD-flow-scripts/flow DESIGN_CONFIG=/design/flow/config.mk WORK_HOME=/design/flow/orfs finish
==> flow/config.mk <==
export PLATFORM = sky130hd
export DESIGN_NAME = threetoeight
export DESIGN_NICKNAME = threetoeight
export VERILOG_FILES = /design/flow/design.v
export SDC_FILE = /design/flow/constraint.sdc
export NUM_CORES = 4
export LEC_CHECK = 1
export CORE_AREA = 10 10 70 70
export DIE_AREA = 0 0 80 80
==> flow/constraint.sdc <==
current_design threetoeight

set clk_period 2.0
set clk_io_pct 0.2

create_clock -name clk0 -period $clk_period

set non_clock_inputs [all_inputs -no_clocks]
set_input_delay [expr $clk_period * $clk_io_pct] -clock clk0 $non_clock_inputs
set_output_delay [expr $clk_period * $clk_io_pct] -clock clk0 [all_outputs]
==> summary.txt <==
run results: Pint=28.6 uW, filler-free cell count of the finished design=82, number of unconstrained endpoints=8, startpoint class of the critical path=primary input, switching part of the total=29.8%, number of hold violations in the final report=0, crit path max fanout=8, mean instance size in the synthesized netlist=13.0 sq um, total congestion overflow after global routing=0, layout overhead on the synthesized area=93.8%, critical path cell sequence=buf_6 -> and4b_2 -> dlxtn_1 -> clkdlybuf4s50_1, slowest stage delay, CP=460 ps, DRC violation count after routing=0, worst setup path category=in2out, data arrival time at the worst-slack endpoint=1540 ps, share of the clock period used by the worst path=97.2%, Pwr per Cell Area=95.6 nW/um^2, Max Fclk=514 MHz, Worst VDD drop=13.1 uV, number of standard cells after synthesis=17, yosys stat chip area=220 sq um, data required time at the worst endpoint=1600 ps, drt total wl=534 microns, number of different library cells in the post-synthesis netlist=6, RSZ-0062 raised after global routing=no, library cell occupying the most area in the post-synthesis netlist=sky130_fd_sc_hd__dlxtn_1, origin of the worst setup path=a[1], placer congestion estimate=0.709, post-route minimum period=1940 ps, cell area after synthesis=220 sq um, Wirelength per Cell=6.51 microns, sequential group share of total power=28.1%, Crit. End Element=output port, number of buffers added to fix hold violations after cts=0, Top delay family on crit path=buffers and inverters, iteration tally of the first detailed-router pass=2, highest-delay cell along the critical path=sky130_fd_sc_hd__clkdlybuf4s50_1, die area=6400 sq um, via count of the first global-routing pass=157, switching pwr=12.1 uW, Die Y-Extent=80 microns, number of port buffers=12, combinational fraction of design power=71.9%, number of antenna violations at the first check in global routing=0, register pins left without a clock=8, Floorplan Core Area=3420 sq um, capture point of the worst path=f[5], share of layout cells above drive strength 1=33.3%, count of buffering cells on the critical path with inverters included=2, detailed router's first-iteration violation count=17, max cap viols=0, number of standard cells reported by yosys=17, Antenna Nets Post-Route=0, most frequent logic cells in the routed design=sky130_fd_sc_hd__dlxtn_1, sky130_fd_sc_hd__conb_1, sky130_fd_sc_hd__dlygate4sd2_1, sky130_fd_sc_hd__clkdlybuf4s50_1, Avg Vias per Cell=2.27, cell count after placement=82, Flops after synth=8, biggest area contributors in the synthesized netlist=sky130_fd_sc_hd__dlxtn_1, sky130_fd_sc_hd__and4bb_2, sky130_fd_sc_hd__and4b_2, sky130_fd_sc_hd__nor4b_2, sky130_fd_sc_hd__and4_2, setup-violating endpoint count in the final report=0, clock share of power=0%, n_diodes=0, global-route wire length before repair=903 microns, std cell rows=21, Ys Warns=1, largest net degree at the start of global routing=9, total global-route track usage=1.74%, number of top-level pins=12, Core Util at FP=6.45%, Via Count=186, total setup buffers inserted after CTS=0, result of the run=finished clean, number of stages on the worst setup path=4, Slew Limit Fails=0, Synth top area share=54.5%, chip width=80 microns, Pleak=0.000194 uW, number of warnings in the stage logs=32
-- metal layers --
| layer | global-route usage [%] | up-vias | wire, microns |
|---|---|---|---|
| li1 | - | 99 | - |
| met1 | 2.87 | 78 | 259 |
| met2 | 2.17 | 9 | 192 |
| met3 | 0.568 | 0 | 82 |
| met4 | 0 | 0 | 0 |
| met5 | 0 | - | 0 |
-- Yosys cell counts --
cell type / number
sky130_fd_sc_hd__conb_1: 1
sky130_fd_sc_hd__dlxtn_1: 8
sky130_fd_sc_hd__nor4b_2: 1
sky130_fd_sc_hd__and4b_2: 3
sky130_fd_sc_hd__and4_2: 1
sky130_fd_sc_hd__and4bb_2: 3
-- area by class of cell --
class	instances	area [sq um]
tap	46	57.6
fill	401	2990
sequential	8	120
multi-input combinational	16	135
timing repair buffer	12	114
-- power groups by stage --
stage	sequential [uW]	combinational, uW	clock [uW]
after CTS	11.6	29.3	0
after global routing	11.8	33.3	0
final	11.4	29.3	0
-- metrics by stage --
step | total power, uW | util [%] | instance area (sq um) | TNS [ps] | setup slack, ps
2_1_floorplan | 17.8 | - | 246 | 0 | 643
3_3_place_gp | 40.8 | 12.4 | 424 | -3540 | -502
3_5_place_dp | 41.2 | 12.4 | 424 | -3630 | -519
4_1_cts | 40.8 | 12.4 | 423 | 0 | 11.0
5_1_grt | 45.1 | 12.5 | 427 | 0 | 6.88
6_report | 40.8 | 12.5 | 427 | 0 | 55.4
-- kinds of logic (layout without fill, tap and decap cells) --
logic type / Yosys count / count (layout) / share of synthesized area (%)
AND/OR/NAND/NOR: 8 / 8 / 43.7
latches: 8 / 8 / 54.5
other: 1 / 8 / 1.70
buffers and inverters: 0 / 12 / 0
-- flip-flops by register name, summed over array words and instances (netlist names) --
| register | cells |
|---|---|
| stage0.f | 4 |
| stage1.f | 4 |
-- timing repair --
item                       CTS  global route
pin swaps                    1             0
gates resized               27             1
setup endpoints to repair    8             1
Power and IR drop assume default switching activity.
