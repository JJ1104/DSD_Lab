<file path="flow/constraint.sdc">
current_design comp5bit

set clk_period 2.4
set clk_io_pct 0.2

create_clock -name clk0 -period $clk_period

set non_clock_inputs [all_inputs -no_clocks]
set_input_delay [expr $clk_period * $clk_io_pct] -clock clk0 $non_clock_inputs
set_output_delay [expr $clk_period * $clk_io_pct] -clock clk0 [all_outputs]
</file>
<file path="flow/run.sh">
#!/bin/bash
# OpenROAD 26Q1-2900-gdf79404cd8, Yosys 0.63+post, stock flow scripts
make -C /OpenROAD-flow-scripts/flow DESIGN_CONFIG=/design/flow/config.mk WORK_HOME=/design/flow/orfs finish
</file>
<file path="flow/design.v">
module comp5bit(a,b,aeqb,agtb,altb);
	input [4:0] a,b;
	output aeqb,agtb,altb;
	assign aeqb = ~(a[4]^b[4]) & ~(a[3]^b[3]) & ~(a[2]^b[2]) & ~(a[1]^b[1]) & ~(a[0]^b[0]);
	assign agtb = (a[4] & ~b[4]) | ~(a[4] ^ b[4])&a[3]&~b[3] | ~(a[4] ^ b[4])& ~(a[3] ^ b[3]) &a[2]&~b[2] | ~(a[4] ^ b[4])& ~(a[3] ^ b[3])& ~(a[2] ^ b[2]) &a[1]&~b[1] | ~(a[4] ^ b[4])& ~(a[3] ^ b[3])& ~(a[2] ^ b[2]) & ~(a[1] ^ b[1]) &a[0]&~b[0];
	assign altb = ~(aeqb|agtb);
endmodule  
</file>
<file path="flow/config.mk">
export PLATFORM = sky130hd
export DESIGN_NAME = comp5bit
export DESIGN_NICKNAME = comp5bit
export VERILOG_FILES = /design/flow/design.v
export SDC_FILE = /design/flow/constraint.sdc
export NUM_CORES = 4
export LEC_CHECK = 1
export CORE_AREA = 10 10 70 70
export DIE_AREA = 0 0 80 80
</file>
==> notes.md <==
Implementation numbers.

- In this run the horizontal extent of the chip is ~80 um.
- Dividing the final minimum period by the clock period gives between 90% and 100%.
- After global routing the overflow that remains totals 0.
- The area inside the core boundary reads about 3400 um2.
- The arrival time of data at the worst endpoint is listed as about 1.8 ns.
- The number of antenna-violating nets in the routed design is 0.
- Once routing completed, OpenROAD measured the worst setup slack at 0.0893 ns.
- The post-route setup TNS is 0 ns.
- According to the floorplan log, the row count is 21.
- The number of antenna violations at the first check in global routing reads 0.
- Synthesis produced a netlist whose cell count is 17.
- After detailed routing, the total wire length is ~600 um.
- Once detailed placement completed, the half-perimeter wirelength came to 529 um.
- According to the floorplan report, the total die area is about 6400 um2.
- Among logic cells in the layout, the one with the most instances is clkdlybuf4s50_1.
- The largest net degree at the start of global routing is 4.
- The tool warning count for the run is 32.
- The power per unit of standard cell area is about 150 nW/um2.
- The number of buffers inserted by hold repair at cts reads 0.
- The slew at the pin closest to its max-slew limit reads between 0.15 and 0.2 ns.
- The standard cell area after detailed placement is about 340 um2.
- Setup repair after global routing left no endpoint under its margin.
- The layout has around 400 filler cells.
- In this run the VDD rail shows a maximum IR drop of 0.0000216 V.
- In the final layout, the multi-input gates occupy approximately 150 um2.
- The endpoint of the worst hold path reads aeqb.
- The number of maximum-capacitance violations is 0.
- The finished layout cell area reads 349 um2.
- The per-cell routed wire length reads ~7.7 um.
- Routability-driven placement finished with a final weighted congestion of ~0.82.
- The launch point of the worst min-delay path is recorded as b[0].
- Leaving out fill and tap cells, the most frequent cells in the layout are 6 x clkdlybuf4s50_1, 4 x dlygate4sd2_1, 3 x xnor2_1, 3 x inv_1.
- 0 antenna diodes ended up in the layout.
- The synthesized area divided by synthesized cell count is approximately 8.1 um2.
- Across all hold checks on the routed design, the worst slack comes to roughly 1.6 ns.
- The relative area change from synthesis to final layout is 154%.
- The first-pass GRT wire length is ~1.0 mm.
- The via count of the first global-routing pass reads a little under 200.
- The flop count reads 0.
- The run finished with clean final reports.
- The class of the most critical setup path is in -> out.
- The number of max-slew violations in the final report is 0.
- The cell area after synthesis reads 138 um2.
- The critical-path maximum fanout reads 3.
- The number of vias in the routed layout reads 176.
- The highest clock frequency the design can meet is 433 MHz.
- The area of the synthesized netlist per yosys stat reads around 140 um2.
- The clock tree buffer count of the final layout reads 0.
- The share of layout cells above drive strength 1 is 28.1%.
- Using the TritonRoute via totals, the vias-per-cell ratio works out to about 2.3.
- The number of distinct standard cells referenced by the synthesized netlist is 12.
- The startpoint class of the critical path reads an input pin.
- The critical path data required time is 1.92 ns.
- The static power due to leakage reads 0.133 nW.
- The worst pin sits at a relative slew slack of 88.3%.
- In the final report, the number of endpoints failing setup comes to 0.
- The minimum clock period is approximately 2.3 ns.
- STA classifies the critical path endpoint as an output pin.
- The floorplan core density is 4.03%.
- The area taken by flip-flops and latches reads 0 um2.
- The number of cells traversed by the worst hold path is 4.
- The cell count in the Yosys report is 17.
- According to the hold report, the worst path is of the in -> out type.
- The detailed router finished its first iteration with 0 violations.
- The die boundary height is about 80 um.
- The minimum setup slack after placement reads -0.331 ns.
- The synthesis log from Yosys contains 0 warnings.
- The number of top-level design ports reads 13.
- The share of the yosys chip area belonging to registers is 0%.
- During placement, the flow inserted port buffers numbering 13.
- The total routing resource utilization after global routing is under 10%.
- In the log, the iteration count for the first detailed-route pass is 1.
- The post-detailed-route DRC marker count is 0.
- The final count of hold timing violations reads 0.
- The post-CTS repair timing setup buffer count is 0.
-- cell usage after synthesis --
master / instances / area (um2)
a221o_1: 1 / 10.0
a221oi_1: 1 / 8.76
and2b_1: 1 / 7.51
and3_1: 1 / 6.26
and4b_1: 1 / 10.0
ha_1: 1 / 12.5
inv_1: 3 / 11.3
maj3_1: 1 / 10.0
maj3_2: 2 / 22.5
nand2b_1: 1 / 6.26
nor2b_1: 1 / 6.26
xnor2_1: 3 / 26.3
-- worst max-delay path, stage by stage --
cell	delay [ns]
clkdlybuf4s50_1	0.45
inv_1	0.06
ha_4	0.27
and3_4	0.18
and4b_1	0.20
clkdlybuf4s15_1	0.19
-- worst max-delay path by stage --
| stage | depth (start not counted) | to | startpoint |
|---|---|---|---|
| finish | 6 | aeqb | b[4] |
| global route | 6 | aeqb | b[4] |
| CTS | 5 | altb | a[0] |
-- logic make-up after synthesis --
logic type | count (synthesis) | share of synthesized area, %
compound gates | 2 | 13.6
xor+xnor | 3 | 19.1
fa+ha+maj | 4 | 32.7
buf+inv | 3 | 8.18
simple gates | 5 | 26.4
-- final cells by class --
type / instances / share of cell area [%]
inverters: 3 / 3.23
well taps: 46 / 16.5
repair buffers: 15 / 37.3
multi-input cells: 14 / 43.0
-- metrics by stage --
stage | total power [mW] | std cells | utilization [%]
floorplan | 0.0185 | 17 | -
global placement | 0.0511 | 78 | 9.96
detailed placement | 0.0524 | 78 | 9.96
CTS | 0.0510 | 78 | 10.2
global route | 0.0588 | 78 | 10.2
finish | 0.0525 | 78 | 10.2
-- routing by layer --
metal | track usage [%] | part of all wire (%)
met5 | 0 | 0
met1 | 2.83 | 51
met3 | 1.93 | 25
met4 | 0 | 0
met2 | 1.77 | 24
-- where the power goes --
group          switching [mW]  internal (mW)  leakage (nW)  total [mW]
registers                   0              0             0           0
logic                  0.0181         0.0344         0.133      0.0525
clock network               0              0             0           0
total                  0.0181         0.0344         0.133      0.0525
-- what timing repair did --
item | in CTS | in global routing
resized | 9 | 6
setup endpoints to repair | 3 | 2
pin swaps | 0 | 2
cloned | 0 | 0
No activity file was given, so power comes from the tool's default toggle rates.
